==> design/flow/design.v <==
`timescale 1ns / 1ps
module Accumulator(
    input clk, LD, CLR,
    input [7:0] D,
    output logic [7:0] Q = 0
    );
    always_ff @ (posedge clk)
    begin
        if (CLR)
            Q <= 0;
        else if (LD)
            Q <= D + Q;
    end
endmodule
`timescale 1ns / 1ps
module Lab6(
    input CLK,
    input [3:0] A,
    input ENTER,
    input [3:0] B,
    output [7:0] seg,
    output [3:0] an
    );
    logic [1:0] t1;
    logic t2, t3;
    logic [7:0] t4, t5;
    ShiftRegister ShiftRegister (.clk(CLK), .CLR(0), .SEL(t1), .D({4'b0,A}), .Q(t4));
    Multiply_FSM Multiply_FSM (.CLK(CLK), .ENTER(ENTER), .B(B), .SR_SEL(t1), .ACC_LD(t2), .ACC_CLR(t3));
    Accumulator Accumulator (.clk(CLK), .LD(t2), .CLR(t3), .D(t4), .Q(t5));
    univ_sseg univ_sseg (.clk(CLK), .cnt1({6'b0,t5}), .cnt2(0), .dp_en(0), .dp_sel(0), .mod_sel(0), .sign(0), .valid(1), .ssegs(seg), .disp_en(an));
endmodule
`timescale 1ns / 1ps
module Multiply_FSM(
    input CLK,
    input ENTER,
    input [3:0] B,
    output logic [1:0] SR_SEL,
    output logic ACC_LD,
    output logic ACC_CLR
    );
    parameter [2:0]
    HOLD = 3'b000,
    START = 3'b001,
    Bit0 = 3'b010,
    Bit1 = 3'b011,
    Bit2 = 3'b100,
    Bit3 = 3'b101;
    logic [2:0] NS;
    logic [2:0] PS = HOLD;
    always_ff @ (posedge CLK)
    begin
        PS = NS;
    end
    always_comb
    begin
    SR_SEL = 0; ACC_LD = 0; ACC_CLR = 0;
    case (PS)
        HOLD:
            begin
            SR_SEL = 0;
            ACC_LD = 0;
            ACC_CLR = 0;
            if (ENTER)
                begin
                NS = START;
                end
            else
                begin
                NS = HOLD;
                end
            end
        START:
            begin
            SR_SEL = 1;
            ACC_LD = 0;
            ACC_CLR = 1;
            NS = Bit0;
            end 
        Bit0:
            begin
            SR_SEL = 2;
            ACC_CLR = 0;
            if (B[0])
                begin
                ACC_LD = 1;
                NS = Bit1;
                end
            else
                begin
                ACC_LD = 0;
                NS = Bit1;
                end
            end
         Bit1:
            begin
            SR_SEL = 2;
            ACC_CLR = 0;
            if (B[1])
                begin
                ACC_LD = 1;
                NS = Bit2;
                end
            else
                begin
                ACC_LD = 0;
                NS = Bit2;
                end
            end
        Bit2:
            begin
            SR_SEL = 2;
            ACC_CLR = 0;
            if (B[2])
                begin
                ACC_LD = 1;
                NS = Bit3;
                end
            else
                begin
                ACC_LD = 0;
                NS = Bit3;
                end
            end
        Bit3:
            begin
            SR_SEL = 2;
            ACC_CLR = 0;
            if (B[3])
                begin
                ACC_LD = 1;
                NS = HOLD;
                end
            else
                begin
                ACC_LD = 0;
                NS = HOLD;
                end
            end
         default:
            NS = HOLD;
    endcase  
    end    
endmodule
`timescale 1ns / 1ps
module ShiftRegister(
    input clk, CLR ,
    input [7:0] D,
    input [1:0] SEL,
    output logic [7:0] Q = 0
    );
    always_ff @ (posedge clk)
    begin
        if (CLR)
            Q <= 0;
        else  
            case (SEL)
                1: Q <= D;
                2: Q <= {Q[6:0] , 1'b0};
                3: Q <= {1'b0, Q[7:1]};
             endcase
     end
endmodule
`timescale 1ns / 1ps
module univ_sseg(
    input [13:0] cnt1,
    input [6:0] cnt2,
    input valid,
    input dp_en,
    input [1:0] dp_sel,
    input [1:0] mod_sel,
    input sign,
    input clk,
    output reg [7:0] ssegs,
    output reg [3:0] disp_en
    ); 
    wire [3:0] c1_d3;   
    wire [3:0] c1_d2; 
    wire [3:0] c1_d1; 
    wire [3:0] c1_d0; 
    wire [3:0] c2_d1;    
    wire [3:0] c2_d0; 
    reg [3:0] A_1000_digit;  
    reg [3:0] B_100_digit; 
    reg [3:0] C_10_digit; 
    reg [3:0] D_1_digit; 
    reg [3:0] final_BCD; 
    reg [1:0] m_cnt;         
    reg [7:0] seg_val;       
    cnt_convert_14b CC_14(cnt1, mod_sel, c1_d3, c1_d2, c1_d1, c1_d0); 
    cnt_convert_7b CC_7(cnt2, c2_d1, c2_d0); 
    clk_divder CLK_DIV (clk,sclk); 
    always @ (sign,mod_sel,c1_d1,c1_d3)
    begin
       case ({sign,mod_sel})
          0: A_1000_digit = 'hF;
          1: A_1000_digit = c1_d1; 
          2: A_1000_digit = c1_d3;
          3: A_1000_digit = 0;
          4: A_1000_digit = 'hA;   
          5: A_1000_digit = c1_d1; 
          6: A_1000_digit = c1_d3;
          7: A_1000_digit = 0;
          default A_1000_digit = 'hA; 
       endcase 
    end 
    always @ (mod_sel,c1_d2,c1_d0)
    begin
       case (mod_sel)
          0: B_100_digit = c1_d2; 
          1: B_100_digit = c1_d0; 
          2: B_100_digit = c1_d2;
          3: B_100_digit = 0;
          default B_100_digit = 0; 
       endcase 
    end 
    always @ (mod_sel,c1_d1,c2_d1)
    begin
       case (mod_sel)
          0: C_10_digit = c1_d1; 
          1: C_10_digit = c2_d1; 
          2: C_10_digit = c1_d1;
          3: C_10_digit = 0;
          default C_10_digit = 0; 
       endcase 
    end 
    always @ (mod_sel,c1_d0,c2_d0)
    begin
       case (mod_sel)
          0: D_1_digit = c1_d0; 
          1: D_1_digit = c2_d0; 
          2: D_1_digit = c1_d0;
          3: D_1_digit = 0;
          default D_1_digit = 0; 
       endcase 
    end 
    always @ (m_cnt, A_1000_digit, B_100_digit, C_10_digit, D_1_digit)
    begin
       case (m_cnt)
          3: final_BCD = D_1_digit; 
          2: final_BCD = C_10_digit; 
          1: final_BCD = B_100_digit;
          0: final_BCD = A_1000_digit;
          default final_BCD = 0; 
       endcase 
    end 
    always @ (m_cnt)
    begin
       case (m_cnt)
          0: disp_en = 4'b1110;  
          1: disp_en = 4'b1101; 
          2: disp_en = 4'b1011;
          3: disp_en = 4'b0111;
          default disp_en = 0; 
       endcase 
    end 
    always @ (final_BCD)
    begin
       case (final_BCD)
          0: seg_val  = 'h03;   
          1: seg_val  = 'h9F;   
          2: seg_val  = 'h25;   
          3: seg_val  = 'h0D;
          4: seg_val  = 'h99;  
          5: seg_val  = 'h49;  
          6: seg_val  = 'h41;  
          7: seg_val  = 'h1F;  
          8: seg_val  = 'h01;  
          9: seg_val  = 'h09;  
          10: seg_val = 'hFD;    
          15: seg_val = 'hFF;    
          default seg_val = 0; 
       endcase 
    end 
    always @ (dp_sel, m_cnt, dp_en, seg_val, valid)
    begin
       if (valid == 0)      
          ssegs = 'hFD; 
       else 
          begin
          if (dp_sel == m_cnt)
             ssegs = {seg_val[7:1],~dp_en}; 
          else 
             ssegs = seg_val;
          end          
    end
    always @ (posedge sclk)
    begin 
       m_cnt <= m_cnt + 1'b1;
    end 
endmodule
module clk_divder(clockin, clockout); 
    input clockin; 
    output wire clockout; 
    parameter n = 13; 
    reg [n:0] count; 
    always@(posedge clockin) 
    begin 
        count <= count + 1; 
    end 
    assign clockout = count[n]; 
endmodule 
module cnt_convert_14b(
    input [13:0] cnt,
    input [1:0] sel,
    output reg [3:0] c1_d3,
    output reg [3:0] c1_d2,
    output reg [3:0] c1_d1,
    output reg [3:0] c1_d0
    );
    reg [13:0] cnt_new;       
    reg [13:0] cnt_new_w;     
    reg [3:0] d3;      
    reg [3:0] d2;      
    reg [3:0] d1;      
    reg [3:0] d0;      
    always @ (cnt,sel)
       case(sel)
          0: cnt_new = {6'b000000,cnt[7:0]};    
          1: cnt_new = {7'b00000000,cnt[6:0]};  
          2: cnt_new = cnt;                     
          3: cnt_new = cnt;                     
          default cnt_new = cnt; 
       endcase
    always @ (cnt_new)
    begin
       d3=0;  d2=0;  d1=0;  d0=0;     
       cnt_new_w = cnt_new;           
       if      (cnt_new_w > 8999) begin   d3=9;   cnt_new_w = cnt_new_w - 9000;  end
       else if (cnt_new_w > 7999) begin   d3=8;   cnt_new_w = cnt_new_w - 8000;  end 
       else if (cnt_new_w > 6999) begin   d3=7;   cnt_new_w = cnt_new_w - 7000;  end 
       else if (cnt_new_w > 5999) begin   d3=6;   cnt_new_w = cnt_new_w - 6000;  end 
       else if (cnt_new_w > 4999) begin   d3=5;   cnt_new_w = cnt_new_w - 5000;  end 
       else if (cnt_new_w > 3999) begin   d3=4;   cnt_new_w = cnt_new_w - 4000;  end 
       else if (cnt_new_w > 2999) begin   d3=3;   cnt_new_w = cnt_new_w - 3000;  end 
       else if (cnt_new_w > 1999) begin   d3=2;   cnt_new_w = cnt_new_w - 2000;  end 
       else if (cnt_new_w > 999)  begin   d3=1;   cnt_new_w = cnt_new_w - 1000;  end 
       else                       begin   d3=0;   end 
       if      (cnt_new_w > 899) begin   d2=9;   cnt_new_w = cnt_new_w - 900;  end
       else if (cnt_new_w > 799) begin   d2=8;   cnt_new_w = cnt_new_w - 800;  end 
       else if (cnt_new_w > 699) begin   d2=7;   cnt_new_w = cnt_new_w - 700;  end 
       else if (cnt_new_w > 599) begin   d2=6;   cnt_new_w = cnt_new_w - 600;  end 
       else if (cnt_new_w > 499) begin   d2=5;   cnt_new_w = cnt_new_w - 500;  end 
       else if (cnt_new_w > 399) begin   d2=4;   cnt_new_w = cnt_new_w - 400;  end 
       else if (cnt_new_w > 299) begin   d2=3;   cnt_new_w = cnt_new_w - 300;  end 
       else if (cnt_new_w > 199) begin   d2=2;   cnt_new_w = cnt_new_w - 200;  end 
       else if (cnt_new_w > 99)  begin   d2=1;   cnt_new_w = cnt_new_w - 100;  end 
       else                      begin   d2=0;   end 
       if      (cnt_new_w > 89) begin   d1=9;   cnt_new_w = cnt_new_w - 90;  end
       else if (cnt_new_w > 79) begin   d1=8;   cnt_new_w = cnt_new_w - 80;  end 
       else if (cnt_new_w > 69) begin   d1=7;   cnt_new_w = cnt_new_w - 70;  end 
       else if (cnt_new_w > 59) begin   d1=6;   cnt_new_w = cnt_new_w - 60;  end 
       else if (cnt_new_w > 49) begin   d1=5;   cnt_new_w = cnt_new_w - 50;  end 
       else if (cnt_new_w > 39) begin   d1=4;   cnt_new_w = cnt_new_w - 40;  end 
       else if (cnt_new_w > 29) begin   d1=3;   cnt_new_w = cnt_new_w - 30;  end 
       else if (cnt_new_w > 19) begin   d1=2;   cnt_new_w = cnt_new_w - 20;  end 
       else if (cnt_new_w > 9)  begin   d1=1;   cnt_new_w = cnt_new_w - 10;  end 
       else                     begin   d1=0;   end 
       d0 = cnt_new_w[3:0]; 
    end
    always @ (cnt_new, d3,d2,d1,d0)
    begin
       if (cnt_new < 1000)  
          c1_d3 = 'hF; 
       else 
          c1_d3 = d3; 
       if (cnt_new < 100)   
          c1_d2 = 'hF; 
       else 
          c1_d2 = d2; 
       if (cnt_new < 10)   
          c1_d1 = 'hF; 
       else 
          c1_d1 = d1;
       c1_d0 = d0;         
    end 
endmodule
module cnt_convert_7b(
    input [6:0] cnt,
    output reg [3:0] c2_d1,
    output reg [3:0] c2_d0
    );
    reg [7:0] cnt_new;       
    reg [7:0] cnt_new_w;     
    reg [3:0] d1;      
    reg [3:0] d0;      
    always @ (cnt_new)
    begin
       d1=0;  d0=0; 
       cnt_new_w = cnt; 
       if      (cnt_new_w > 89) begin   d1=9;   cnt_new_w = cnt_new_w - 90;  end
       else if (cnt_new_w > 79) begin   d1=8;   cnt_new_w = cnt_new_w - 80;  end 
       else if (cnt_new_w > 69) begin   d1=7;   cnt_new_w = cnt_new_w - 70;  end 
       else if (cnt_new_w > 59) begin   d1=6;   cnt_new_w = cnt_new_w - 60;  end 
       else if (cnt_new_w > 49) begin   d1=5;   cnt_new_w = cnt_new_w - 50;  end 
       else if (cnt_new_w > 39) begin   d1=4;   cnt_new_w = cnt_new_w - 40;  end 
       else if (cnt_new_w > 29) begin   d1=3;   cnt_new_w = cnt_new_w - 30;  end 
       else if (cnt_new_w > 19) begin   d1=2;   cnt_new_w = cnt_new_w - 20;  end 
       else if (cnt_new_w > 9)  begin   d1=1;   cnt_new_w = cnt_new_w - 10;  end 
       else                     begin   d1=0;   end 
       d0 = cnt_new_w[3:0]; 
    end
    always @ (cnt, d1, d0)
    begin
       if (cnt < 10)   
          c2_d1 = 'hF; 
       else 
          c2_d1 = d1;
       c2_d0 = d0;        
    end 
endmodule
==> design/flow/run.sh <==
#!/bin/bash
# OpenROAD 26Q1-2900-gdf79404cd8, Yosys 0.63+post, stock flow scripts
make -C /OpenROAD-flow-scripts/flow DESIGN_CONFIG=/design/flow/config.mk WORK_HOME=/design/flow/orfs finish
==> design/flow/config.mk <==
export PLATFORM = sky130hd
export DESIGN_NAME = Lab6
export DESIGN_NICKNAME = Lab6
export VERILOG_FILES = /design/flow/design.v
export SDC_FILE = /design/flow/constraint.sdc
export NUM_CORES = 4
export LEC_CHECK = 1
export CORE_UTILIZATION = 40
==> design/flow/constraint.sdc <==
current_design Lab6

set clk_period 6.8
set clk_io_pct 0.2

create_clock -name clk0 -period $clk_period [get_ports {CLK}]

set non_clock_inputs [all_inputs -no_clocks]
set_input_delay [expr $clk_period * $clk_io_pct] -clock clk0 $non_clock_inputs
set_output_delay [expr $clk_period * $clk_io_pct] -clock clk0 [all_outputs]
==> impl_metrics.prom <==
# HELP chip_impl_metric Synthesis and place-and-route metrics
# TYPE chip_impl_metric gauge
chip_impl_metric{name="required",unit="ns"} 5.44
chip_impl_metric{name="synth-xor-area-share",unit="%"} 6.15
chip_impl_metric{name="chipHeight",unit="microns"} 90.5
chip_impl_info{name="critPathLaunchType",value="flip-flop"} 1
chip_impl_metric{name="routabilityCongestion",unit=""} 0.951
chip_impl_metric{name="min_period",unit="ns"} 6.39
chip_impl_metric{name="number_of_unconstrained_endpoints",unit=""} 6
chip_impl_info{name="rsz0062_at_grt",value="no"} 1
chip_impl_info{name="critical_path.most_common_cell",value="ha_1"} 1
chip_impl_metric{name="logic_area",unit="sq um"} 2200
chip_impl_metric{name="post_synth_ao_oa_area_fraction",unit="%"} 23.2
chip_impl_metric{name="routed_wl",unit="microns"} 6230
chip_impl_metric{name="synth_stat.cells",unit=""} 366
chip_impl_info{name="min-delay-path-class",value="reg2reg"} 1
chip_impl_metric{name="maxCapViolCount",unit=""} 0
chip_impl_metric{name="drc",unit=""} 0
chip_impl_metric{name="antenna_found_initial",unit=""} 0
chip_impl_metric{name="syn_area_per_cell",unit="sq um"} 8.56
chip_impl_metric{name="worst_setup_hold_path_clk_slew",unit="ns"} 0.07
chip_impl_metric{name="post-synth-top-area-fraction",unit="%"} 17.3
chip_impl_metric{name="detailedRoute.firstIterationViolations",unit=""} 194
chip_impl_metric{name="log.warning_count",unit=""} 47
chip_impl_metric{name="filler_cell_count",unit=""} 705
chip_impl_metric{name="post_cts.repair.setup_buffers",unit=""} 0
chip_impl_metric{name="seq_area_frac_synth",unit="%"} 24.9
chip_impl_metric{name="setup-tns-final",unit="ns"} 0
chip_impl_metric{name="timing.fmax",unit="MHz"} 157
chip_impl_metric{name="grtUsageTotal",unit="%"} 16.1
chip_impl_metric{name="first_pass_grt_wire_length",unit="microns"} 11000
chip_impl_metric{name="maxSlewHeadroom",unit="%"} 49.5
chip_impl_metric{name="report.final.hold_viol_count",unit=""} 0
chip_impl_info{name="criticalPathCategory",value="reg2out"} 1
chip_impl_metric{name="finished_core_util",unit="%"} 48.3
chip_impl_metric{name="area_growth",unit="%"} 14.2
chip_impl_metric{name="worst_hold_margin",unit="ns"} 0.434
chip_impl_metric{name="vias",unit=""} 2672
chip_impl_info{name="synthMostInstantiatedCell",value="ha_1"} 1
chip_impl_metric{name="grt.overflow.total",unit=""} 0
chip_impl_metric{name="finalSetupViolations",unit=""} 0
chip_impl_metric{name="total_of_warnings_raised_by_yosys",unit=""} 15
chip_impl_metric{name="adder_share",unit="%"} 15.4
chip_impl_metric{name="pin_count_of_the_biggest_net_entering_global_routing",unit=""} 17
chip_impl_metric{name="vdd_drop_max",unit="uV"} 292
chip_impl_metric{name="ys.flops",unit=""} 35
chip_impl_metric{name="floorplan.io_pins",unit=""} 22
chip_impl_metric{name="register_pins_left_without_a_clock",unit=""} 2
chip_impl_metric{name="floorplan.rows",unit=""} 31
chip_impl_metric{name="total_clock_buffers_created_by_cts",unit=""} 5
chip_impl_metric{name="clock_latency_on_the_worst_skew_pair",unit="ns"} 0.28
chip_impl_metric{name="critical_path_buf_inv_count",unit=""} 3
chip_impl_metric{name="syn-instance-count",unit=""} 366
chip_impl_metric{name="worst_clock_skew",unit="ns"} 0.00200
chip_impl_metric{name="holdBufCountCts",unit=""} 0
chip_impl_metric{name="yosysUniqueCellTypes",unit=""} 71
chip_impl_metric{name="dp_hpwl",unit="microns"} 4760
chip_impl_metric{name="pins_over_slew_limit",unit=""} 0
chip_impl_info{name="ordered_cell_list_for_the_critical_path",value="inv_1 -> ha_1 -> nand2b_4 -> a31oi_4 -> or3_1 -> nand2_1 -> inv_1 -> ha_1 -> a311oi_2 -> o221ai_1 -> a31oi_1 -> nor2_1 -> xnor2_1 -> a32oi_2 -> ha_1 -> or3_1 -> o21ai_1 -> clkdlybuf4s50_1"} 1
chip_impl_info{name="post-synth-top-area-cell",value="dfxtp_1"} 1
chip_impl_metric{name="port_buffers",unit=""} 21
chip_impl_metric{name="cp_slowest_stage_delay",unit="ns"} 0.49
chip_impl_info{name="worst_setup_ep_type",value="output port"} 1
chip_impl_metric{name="post_synth_and_or_nand_nor_area_fraction",unit="%"} 19.9
chip_impl_metric{name="via_per_inst",unit=""} 5.45
chip_impl_metric{name="path_max_fanout",unit=""} 9
chip_impl_metric{name="ctsLongestPathBuffers",unit=""} 2
chip_impl_metric{name="pwr_density_cell",unit="nW/um^2"} 473
chip_impl_info{name="flop_cell",value="dfxtp_1"} 1
chip_impl_metric{name="initCoreUtil",unit="%"} 42.3
chip_impl_metric{name="worst-endpoint-arrival",unit="ns"} 5.03
chip_impl_metric{name="area.sequential",unit="sq um"} 782
chip_impl_metric{name="final_critical_path_setup_slack",unit="ns"} 0.413
chip_impl_metric{name="synth-edff-count",unit=""} 8
chip_impl_metric{name="die.size.x",unit="microns"} 90.5
chip_impl_metric{name="synthArstFlopShare",unit="%"} 0
chip_impl_metric{name="core_region_area",unit="sq um"} 7410
chip_impl_metric{name="cts_resized",unit=""} 0
chip_impl_metric{name="layout_worst_path_cycle_share",unit="%"} 93.9
chip_impl_metric{name="dp_slack",unit="ns"} 0.516
chip_impl_info{name="path_delay_family",value="AND-OR/OR-AND gates"} 1
chip_impl_info{name="cell_type_of_the_slowest_stage_on_the_worst_timing_path",value="dfxtp_1"} 1
chip_impl_info{name="logic_family",value="AND-OR/OR-AND gates"} 1
chip_impl_metric{name="p_leak",unit="uW"} 0.00151
chip_impl_metric{name="mux_share",unit="%"} 5.11
chip_impl_metric{name="post_dr_wirelength_cell",unit="microns"} 12.7
chip_impl_metric{name="ys_area",unit="sq um"} 3130
chip_impl_metric{name="mappedNetlistArea",unit="sq um"} 3130
chip_impl_metric{name="first_pass_iters",unit=""} 4
chip_impl_metric{name="worstMarginPinSlew",unit="ns"} 0.737
chip_impl_info{name="cts_tree",value="done"} 1
chip_impl_info{name="synthTopCellsByArea",value="dfxtp_1 17%, ha_1 15%, edfxtp_1 7.7%"} 1
chip_impl_metric{name="drive_above_1_share",unit="%"} 8.44
chip_impl_info{name="ys_top_cells_by_count",value="37 x ha_1, 29 x nand2_1"} 1
chip_impl_metric{name="grt_pass1_vias",unit=""} 2391
chip_impl_metric{name="route.antenna.remaining_nets",unit=""} 0
chip_impl_metric{name="htree_levels",unit=""} 2
chip_impl_info{name="run_status",value="finished, final reports clean"} 1
chip_impl_metric{name="insertedDiodeCount",unit=""} 0
chip_impl_info{name="cts_root_buffer",value="clkbuf_8"} 1
chip_impl_metric{name="fp.dieArea",unit="sq um"} 8190
==> area by class of cell <==
type | instances | share of cell area, %
repair buffers | 27 | 7.13
flip-flops and latches | 35 | 21.9
clock buffers | 7 | 2.41
clock inverters | 1 | 0.839
multi-input cells | 293 | 61.4
well taps | 99 | 3.46
inverters | 28 | 2.94
==> sequential cells by signal, indices dropped and copies added, names as in the netlist <==
| register | count |
|---|---|
| Accumulator.Q | 8 |
| Multiply_FSM.PS | 3 |
| univ_sseg.CLK_DIV.count | 14 |
| univ_sseg.m_cnt | 2 |
| ShiftRegister.Q | 8 |
==> worst paths after layout <==
check / from / end / slack, ns / cells after the start
setup / recovery: Accumulator.Q[2] / seg[6] / 0.41 / 18
hold reg to reg: univ_sseg.CLK_DIV.count[0] / univ_sseg.CLK_DIV.count[0] / 0.43 / 1
setup reg to reg: Accumulator.Q[1] / Accumulator.Q[7] / 4.40 / 11
hold / removal: univ_sseg.CLK_DIV.count[0] / univ_sseg.CLK_DIV.count[0] / 0.43 / 1
==> metal layers <==
metal,vias to the layer above,part of all wire (%),track usage [%]
met5,-,0,0
met4,0,2.1,3.63
met2,63,44,25.6
met3,14,3.5,1.37
li1,1370,-,-
met1,1225,50,24.2
==> worst register-to-register path, delay by kind of cell (launching register included) <==
family | cells | cell delay, ns
AND-OR/OR-AND | 7 | 1.12
buffers and inverters | 1 | 0.23
XOR/XNOR | 1 | 0.09
flip-flops | 1 | 0.33
adder cells (fa/ha/maj) | 1 | 0.27
AND/OR/NAND/NOR | 1 | 0.30
==> report_power, final <==
part / internal, uW / switching, uW / total [uW]
clock network: 119 / 69.3 / 189
registers: 274 / 83.2 / 357
logic: 484 / 663 / 1150
==> per-stage QoR <==
step / cells / instance area, sq um / total power, uW
after CTS: 490 / 3570 / 1680
after global placement: 482 / 3450 / 1490
after floorplan: 366 / 3130 / 1250
after detailed placement: 482 / 3450 / 1480
after global routing: 490 / 3580 / 1840
final: 490 / 3580 / 1690
==> cell usage in the layout, fill, tap and decap left out, types with 4 or more instances in the layout <==
cell type        Yosys  final
a211oi_1             8      8
a31oi_1              5      5
clkbuf_8             0      6
nor3_1               4      4
nor2_1              27     27
edfxtp_1             8      8
nand2b_1             4      4
nand3_1             11     11
inv_1               27     27
or3_1                4      4
o21ai_0              8      8
xor2_1               4      4
mux2i_1             10     10
buf_4                3      6
o21ai_1              6      6
a21oi_1             27     27
dfxtp_1             27     26
nor2b_1             12     12
nand2_1             29     29
and3_1               4      4
xnor2_1             18     18
a21o_1               7      7
clkdlybuf4s50_1      0     21
ha_1                37     37
==> kinds of logic (layout without fill, tap and decap cells) <==
logic type	count (synthesis)	in the layout
XOR/XNOR	22	22
AND-OR/OR-AND	99	99
flip-flops	35	35
multiplexers	15	15
AND/OR/NAND/NOR	119	119
adder cells (fa/ha/maj)	38	38
buffers and inverters	38	63
Power is estimated from default activity; no workload was simulated.
