==> design/flow/design.v <==
`timescale 1ns / 1ps
module FullAdder(
    input A,
    input B,
    input Ci,
    output Co,
    output S
    );
    assign Co = (A & Ci) | (A & B) | (Ci & B);
    assign S = ~A&(B^Ci) | A&~(B^Ci);
endmodule
`timescale 1ns / 1ps
module Lab5(
    input [3:0] A,
    input [3:0] B,
    input sub,
    output [7:0] seg,
    output neg,
    output [3:0] an,
    input CLK,
    input enter,
    input CLR
    );
    logic [3:0] t1, t3, t4, t5, t8;
    logic t6, t7, t9, t10;
    RCA RCA1 (.A(A), .B(t1), .Ci(sub), .S(t3));
    RCA RCA2 (.A(~t3), .B(4'b0000), .Ci(1), .S(t4));
    Mux MUX1 (.zero(B), .one(~B), .sel(sub), .an(t1));
    Mux MUX2 (.zero(t3), .one(t4), .sel(t6), .an(t5));
    Validity Validity1 (.A(A[3]), .B(t1[3]), .S(t3[3]), .valid(t7));
    assign t6 = t3[3] & t7;
    assign neg = t6;
    Register #(4) num (.CLK(CLK), .enter(enter), .CLR(CLR), .D(t5), .set(0), .Q(t8));
    Register sign (.CLK(CLK), .enter(enter), .CLR(CLR), .D(t6), .set(0), .Q(t9));
    Register valid (.CLK(CLK), .enter(enter), .CLR(0), .D(t7), .set(CLR), .Q(t10));
    univ_sseg univ_sseg (.clk(CLK), .cnt1({10'b0,t8}), .cnt2(0), .dp_en(0), .dp_sel(0), .mod_sel(0), .sign(t9), .valid(t10), .ssegs(seg), .disp_en(an));
endmodule
`timescale 1ns / 1ps
module Mux # (parameter WIDTH = 4)(
    input sel,
    input [WIDTH-1:0] zero,
    input [WIDTH-1:0] one,
    output logic [3:0] an
    );
always_comb
begin
    if (sel == 1)
        begin
            an = one;
        end
    else 
        begin
            an = zero;
        end
end
endmodule
`timescale 1ns / 1ps
module RCA(
    input [3:0] A,
    input [3:0] B,
    input Ci,
    output [3:0] S,
    output Co
    );
    logic t1, t2, t3;
    FullAdder FA0 (.A(A[0]), .B(B[0]), .S(S[0]), .Co(t1), .Ci(Ci));
    FullAdder FA1 (.A(A[1]), .B(B[1]), .S(S[1]), .Co(t2), .Ci(t1));
    FullAdder FA2 (.A(A[2]), .B(B[2]), .S(S[2]), .Co(t3), .Ci(t2));
    FullAdder FA3 (.A(A[3]), .B(B[3]), .S(S[3]), .Co(Co), .Ci(t3));
endmodule
`timescale 1ns / 1ps
module Register # (parameter WIDTH = 1)(
    input CLK,
    input enter,
    input CLR,
    input [WIDTH-1:0] D,
    input set,
    output logic [WIDTH-1:0] Q
    );
always_ff @ (posedge CLK)
begin
    if(CLR)
        Q = 0;
    else if (set)
        Q = 1;
    else if (enter)
        Q = D;
end        
endmodule
`timescale 1ns / 1ps
module Validity(
    input A,
    input B,
    input S,
    output logic valid
    );
always_comb
begin
    if (A == B && A != S)
        begin
            valid = 0;
        end
    else
        begin
            valid = 1;
        end
end
endmodule
`timescale 1ns / 1ps
module univ_sseg(
    input [13:0] cnt1,
    input [6:0] cnt2,
    input valid,
    input dp_en,
    input [1:0] dp_sel,
    input [1:0] mod_sel,
    input sign,
    input clk,
    output reg [7:0] ssegs,
    output reg [3:0] disp_en
    ); 
    wire [3:0] c1_d3;   
    wire [3:0] c1_d2; 
    wire [3:0] c1_d1; 
    wire [3:0] c1_d0; 
    wire [3:0] c2_d1;    
    wire [3:0] c2_d0; 
    reg [3:0] A_1000_digit;  
    reg [3:0] B_100_digit; 
    reg [3:0] C_10_digit; 
    reg [3:0] D_1_digit; 
    reg [3:0] final_BCD; 
    reg [1:0] m_cnt;         
    reg [7:0] seg_val;       
    cnt_convert_14b CC_14(cnt1, mod_sel, c1_d3, c1_d2, c1_d1, c1_d0); 
    cnt_convert_7b CC_7(cnt2, c2_d1, c2_d0); 
    clk_divder CLK_DIV (clk,sclk); 
    always @ (sign,mod_sel,c1_d1,c1_d3)
    begin
       case ({sign,mod_sel})
          0: A_1000_digit = 'hF;
          1: A_1000_digit = c1_d1; 
          2: A_1000_digit = c1_d3;
          3: A_1000_digit = 0;
          4: A_1000_digit = 'hA;   
          5: A_1000_digit = c1_d1; 
          6: A_1000_digit = c1_d3;
          7: A_1000_digit = 0;
          default A_1000_digit = 'hA; 
       endcase 
    end 
    always @ (mod_sel,c1_d2,c1_d0)
    begin
       case (mod_sel)
          0: B_100_digit = c1_d2; 
          1: B_100_digit = c1_d0; 
          2: B_100_digit = c1_d2;
          3: B_100_digit = 0;
          default B_100_digit = 0; 
       endcase 
    end 
    always @ (mod_sel,c1_d1,c2_d1)
    begin
       case (mod_sel)
          0: C_10_digit = c1_d1; 
          1: C_10_digit = c2_d1; 
          2: C_10_digit = c1_d1;
          3: C_10_digit = 0;
          default C_10_digit = 0; 
       endcase 
    end 
    always @ (mod_sel,c1_d0,c2_d0)
    begin
       case (mod_sel)
          0: D_1_digit = c1_d0; 
          1: D_1_digit = c2_d0; 
          2: D_1_digit = c1_d0;
          3: D_1_digit = 0;
          default D_1_digit = 0; 
       endcase 
    end 
    always @ (m_cnt, A_1000_digit, B_100_digit, C_10_digit, D_1_digit)
    begin
       case (m_cnt)
          3: final_BCD = D_1_digit; 
          2: final_BCD = C_10_digit; 
          1: final_BCD = B_100_digit;
          0: final_BCD = A_1000_digit;
          default final_BCD = 0; 
       endcase 
    end 
    always @ (m_cnt)
    begin
       case (m_cnt)
          0: disp_en = 4'b1110;  
          1: disp_en = 4'b1101; 
          2: disp_en = 4'b1011;
          3: disp_en = 4'b0111;
          default disp_en = 0; 
       endcase 
    end 
    always @ (final_BCD)
    begin
       case (final_BCD)
          0: seg_val  = 'h03;   
          1: seg_val  = 'h9F;   
          2: seg_val  = 'h25;   
          3: seg_val  = 'h0D;
          4: seg_val  = 'h99;  
          5: seg_val  = 'h49;  
          6: seg_val  = 'h41;  
          7: seg_val  = 'h1F;  
          8: seg_val  = 'h01;  
          9: seg_val  = 'h09;  
          10: seg_val = 'hFD;    
          15: seg_val = 'hFF;    
          default seg_val = 0; 
       endcase 
    end 
    always @ (dp_sel, m_cnt, dp_en, seg_val, valid)
    begin
       if (valid == 0)      
          ssegs = 'hFD; 
       else 
          begin
          if (dp_sel == m_cnt)
             ssegs = {seg_val[7:1],~dp_en}; 
          else 
             ssegs = seg_val;
          end          
    end
    always @ (posedge sclk)
    begin 
       m_cnt <= m_cnt + 1'b1;
    end 
endmodule
module clk_divder(clockin, clockout); 
    input clockin; 
    output wire clockout; 
    parameter n = 13; 
    reg [n:0] count; 
    always@(posedge clockin) 
    begin 
        count <= count + 1; 
    end 
    assign clockout = count[n]; 
endmodule 
module cnt_convert_14b(
    input [13:0] cnt,
    input [1:0] sel,
    output reg [3:0] c1_d3,
    output reg [3:0] c1_d2,
    output reg [3:0] c1_d1,
    output reg [3:0] c1_d0
    );
    reg [13:0] cnt_new;       
    reg [13:0] cnt_new_w;     
    reg [3:0] d3;      
    reg [3:0] d2;      
    reg [3:0] d1;      
    reg [3:0] d0;      
    always @ (cnt,sel)
       case(sel)
          0: cnt_new = {6'b000000,cnt[7:0]};    
          1: cnt_new = {7'b00000000,cnt[6:0]};  
          2: cnt_new = cnt;                     
          3: cnt_new = cnt;                     
          default cnt_new = cnt; 
       endcase
    always @ (cnt_new)
    begin
       d3=0;  d2=0;  d1=0;  d0=0;     
       cnt_new_w = cnt_new;           
       if      (cnt_new_w > 8999) begin   d3=9;   cnt_new_w = cnt_new_w - 9000;  end
       else if (cnt_new_w > 7999) begin   d3=8;   cnt_new_w = cnt_new_w - 8000;  end 
       else if (cnt_new_w > 6999) begin   d3=7;   cnt_new_w = cnt_new_w - 7000;  end 
       else if (cnt_new_w > 5999) begin   d3=6;   cnt_new_w = cnt_new_w - 6000;  end 
       else if (cnt_new_w > 4999) begin   d3=5;   cnt_new_w = cnt_new_w - 5000;  end 
       else if (cnt_new_w > 3999) begin   d3=4;   cnt_new_w = cnt_new_w - 4000;  end 
       else if (cnt_new_w > 2999) begin   d3=3;   cnt_new_w = cnt_new_w - 3000;  end 
       else if (cnt_new_w > 1999) begin   d3=2;   cnt_new_w = cnt_new_w - 2000;  end 
       else if (cnt_new_w > 999)  begin   d3=1;   cnt_new_w = cnt_new_w - 1000;  end 
       else                       begin   d3=0;   end 
       if      (cnt_new_w > 899) begin   d2=9;   cnt_new_w = cnt_new_w - 900;  end
       else if (cnt_new_w > 799) begin   d2=8;   cnt_new_w = cnt_new_w - 800;  end 
       else if (cnt_new_w > 699) begin   d2=7;   cnt_new_w = cnt_new_w - 700;  end 
       else if (cnt_new_w > 599) begin   d2=6;   cnt_new_w = cnt_new_w - 600;  end 
       else if (cnt_new_w > 499) begin   d2=5;   cnt_new_w = cnt_new_w - 500;  end 
       else if (cnt_new_w > 399) begin   d2=4;   cnt_new_w = cnt_new_w - 400;  end 
       else if (cnt_new_w > 299) begin   d2=3;   cnt_new_w = cnt_new_w - 300;  end 
       else if (cnt_new_w > 199) begin   d2=2;   cnt_new_w = cnt_new_w - 200;  end 
       else if (cnt_new_w > 99)  begin   d2=1;   cnt_new_w = cnt_new_w - 100;  end 
       else                      begin   d2=0;   end 
       if      (cnt_new_w > 89) begin   d1=9;   cnt_new_w = cnt_new_w - 90;  end
       else if (cnt_new_w > 79) begin   d1=8;   cnt_new_w = cnt_new_w - 80;  end 
       else if (cnt_new_w > 69) begin   d1=7;   cnt_new_w = cnt_new_w - 70;  end 
       else if (cnt_new_w > 59) begin   d1=6;   cnt_new_w = cnt_new_w - 60;  end 
       else if (cnt_new_w > 49) begin   d1=5;   cnt_new_w = cnt_new_w - 50;  end 
       else if (cnt_new_w > 39) begin   d1=4;   cnt_new_w = cnt_new_w - 40;  end 
       else if (cnt_new_w > 29) begin   d1=3;   cnt_new_w = cnt_new_w - 30;  end 
       else if (cnt_new_w > 19) begin   d1=2;   cnt_new_w = cnt_new_w - 20;  end 
       else if (cnt_new_w > 9)  begin   d1=1;   cnt_new_w = cnt_new_w - 10;  end 
       else                     begin   d1=0;   end 
       d0 = cnt_new_w[3:0]; 
    end
    always @ (cnt_new, d3,d2,d1,d0)
    begin
       if (cnt_new < 1000)  
          c1_d3 = 'hF; 
       else 
          c1_d3 = d3; 
       if (cnt_new < 100)   
          c1_d2 = 'hF; 
       else 
          c1_d2 = d2; 
       if (cnt_new < 10)   
          c1_d1 = 'hF; 
       else 
          c1_d1 = d1;
       c1_d0 = d0;         
    end 
endmodule
module cnt_convert_7b(
    input [6:0] cnt,
    output reg [3:0] c2_d1,
    output reg [3:0] c2_d0
    );
    reg [7:0] cnt_new;       
    reg [7:0] cnt_new_w;     
    reg [3:0] d1;      
    reg [3:0] d0;      
    always @ (cnt_new)
    begin
       d1=0;  d0=0; 
       cnt_new_w = cnt; 
       if      (cnt_new_w > 89) begin   d1=9;   cnt_new_w = cnt_new_w - 90;  end
       else if (cnt_new_w > 79) begin   d1=8;   cnt_new_w = cnt_new_w - 80;  end 
       else if (cnt_new_w > 69) begin   d1=7;   cnt_new_w = cnt_new_w - 70;  end 
       else if (cnt_new_w > 59) begin   d1=6;   cnt_new_w = cnt_new_w - 60;  end 
       else if (cnt_new_w > 49) begin   d1=5;   cnt_new_w = cnt_new_w - 50;  end 
       else if (cnt_new_w > 39) begin   d1=4;   cnt_new_w = cnt_new_w - 40;  end 
       else if (cnt_new_w > 29) begin   d1=3;   cnt_new_w = cnt_new_w - 30;  end 
       else if (cnt_new_w > 19) begin   d1=2;   cnt_new_w = cnt_new_w - 20;  end 
       else if (cnt_new_w > 9)  begin   d1=1;   cnt_new_w = cnt_new_w - 10;  end 
       else                     begin   d1=0;   end 
       d0 = cnt_new_w[3:0]; 
    end
    always @ (cnt, d1, d0)
    begin
       if (cnt < 10)   
          c2_d1 = 'hF; 
       else 
          c2_d1 = d1;
       c2_d0 = d0;        
    end 
endmodule
==> design/flow/run.sh <==
#!/bin/bash
# OpenROAD 26Q1-2900-gdf79404cd8, Yosys 0.63+post, stock flow scripts
make -C /OpenROAD-flow-scripts/flow DESIGN_CONFIG=/design/flow/config.mk WORK_HOME=/design/flow/orfs finish
==> design/flow/config.mk <==
export PLATFORM = sky130hd
export DESIGN_NAME = Lab5
export DESIGN_NICKNAME = Lab5
export VERILOG_FILES = /design/flow/design.v
export SDC_FILE = /design/flow/constraint.sdc
export NUM_CORES = 4
export LEC_CHECK = 1
export CORE_UTILIZATION = 30
==> design/flow/constraint.sdc <==
current_design Lab5

set clk_period 3.3
set clk_io_pct 0.2

create_clock -name clk0 -period $clk_period [get_ports {CLK}]

set non_clock_inputs [all_inputs -no_clocks]
set_input_delay [expr $clk_period * $clk_io_pct] -clock clk0 $non_clock_inputs
set_output_delay [expr $clk_period * $clk_io_pct] -clock clk0 [all_outputs]
==> results.sh <==
# yosys + openroad results
export IMPL_cts_hold_buffers=0
export IMPL_ys_warn_count=17
export IMPL_syn_area_per_cell_sq_um=9.24
export IMPL_status="complete, no violations"
export IMPL_die_area_sq_mm=0.00534
export IMPL_worst_slew_pin_slew_ns=0.419
export IMPL_power_total_w=0.000623
export IMPL_critical_path_max_fanout=6
export IMPL_synth_edff_count=0
export IMPL_path_clk_slew_ns=0.08
export IMPL_stdcell_count=272
export IMPL_hold_viol=0
export IMPL_cts_tree="yes"
export IMPL_vias=1184
export IMPL_cts_root_buf="clkbuf_8"
export IMPL_utilization_pct=43.0
export IMPL_fin_crit_sh_pct=96.9
export IMPL_required_ns=2.64
export IMPL_netlist_instances=164
export IMPL_ys_cells=164
export IMPL_drtPass1Iterations=4
export IMPL_ff_type="dfxtp_1"
export IMPL_post_route_min_period_ns=3.20
export IMPL_critPathLaunchType="register"
export IMPL_leakagePower_nw=0.838
export IMPL_grt_pass1_wl_mm=4.55
export IMPL_initCoreUtil_pct=31.7
export IMPL_final_common_cell="clkdlybuf4s50_1"
export IMPL_untimed_endpoints=6
export IMPL_coreArea_sq_mm=0.00479
export IMPL_route_detailed_drc=0
export IMPL_antenna_left=0
export IMPL_finalInstanceArea_sq_mm=0.00206
export IMPL_synth_seq_share_pct=29.1
export IMPL_placed_area_sq_mm=0.00193
export IMPL_drive_gt1_share_pct=18.5
export IMPL_warnings=38
export IMPL_cts_buffers=3
export IMPL_ir_drop_v=0.000217
export IMPL_ys_ff=22
export IMPL_area_growth_pct=35.8
export IMPL_grt_remaining_overflow=0
export IMPL_die_w_um=73.1
export IMPL_fmax_mhz=313
export IMPL_die_h_um=73.1
export IMPL_endpoint_kind="primary output"
export IMPL_wire_per_inst_um=9.35
export IMPL_path_class="register to primary output"
export IMPL_path_buffers=2
export IMPL_vias_per_cell=4.35
export IMPL_dr_first_iter_drc_count=77
export IMPL_cts_buffer_depth=2
export IMPL_grt_pass1_vias=1064
export IMPL_unclocked_pins=2
export IMPL_dp_hpwl_mm=2.02
export IMPL_syn_cell_area_sq_mm=0.00152
export IMPL_numPlacedInstances=266
export IMPL_grt_antenna_before_repair=0
export IMPL_worst_path_max_delay_cell="clkdlybuf4s50_1"
export IMPL_finClkSkew_ns=0.00745
export IMPL_crit_arrival_ns=2.54
export IMPL_clkLatencyLatePin_ns=0.26
export IMPL_fin_tns_setup_ns=0
export IMPL_mostFrequentLayoutCells="clkdlybuf4s50_1 (21), dfxtp_1 (19), ha_1 (18)"
export IMPL_slew_limit_headroom_pct=72.1
export IMPL_io_pins=25
export IMPL_cap_viol_max_count=0
export IMPL_slowest_delay_ns=0.47
export IMPL_rows=25
export IMPL_htree_levels=1
export IMPL_cp_cell_sequence="o21ai_4 > a2111oi_4 > a31oi_2 > buf_4 > ha_1 > o31a_1 > o21ai_1 > clkdlybuf4s50_1"
export IMPL_grtUsageTotal_pct=10.6
export IMPL_slew_viol_final=0
export IMPL_crit_family="AND-OR/OR-AND gates"
export IMPL_antennaDiodeCount=0
export IMPL_portBuffers=24
export IMPL_powerDensity_mw_per_mm2=303
export IMPL_async_flop_share_pct=0
export IMPL_yosysChipArea_sq_mm=0.00152
export IMPL_yosysUniqueCellTypes=46
export IMPL_grt_max_degree=13
export IMPL_finalSetupViolations=0
export IMPL_wl_mm=2.54
export IMPL_hold_class="register to register"
export IMPL_gp_congestion=0.821
[path summary, 6_finish.rpt]
kind / startpoint / slack [ns] / endpoint / depth (start not counted)
setup / recovery: num.Q[1] / 0.10 / seg[6] / 8
hold reg to reg: univ_sseg.CLK_DIV.count[0] / 0.45 / univ_sseg.CLK_DIV.count[0] / 1
hold / removal: univ_sseg.CLK_DIV.count[0] / 0.45 / univ_sseg.CLK_DIV.count[0] / 1
setup reg to reg: univ_sseg.CLK_DIV.count[2] / 1.88 / univ_sseg.CLK_DIV.count[11] / 5
[cells in the mapped netlist (2+ instances only)]
master	number	area share [%]
a2111oi_4	2	3.6
a211oi_1	5	2.5
a21oi_1	2	0.66
a31oi_1	3	1.2
and4_1	2	1.2
dfxtp_1	22	29
fa_1	2	2.6
ha_1	19	16
inv_1	15	3.7
mux2i_1	5	3.3
nand2_1	8	2.0
nand3_1	8	2.6
nand4_1	2	0.83
nor2_1	14	3.5
nor2_2	2	0.83
nor2b_1	3	1.2
nor3_1	2	0.66
o21ai_0	3	0.99
o21ai_1	3	0.99
o21ai_2	2	1.2
xnor2_1	12	6.9
xor2_1	4	2.3
[repair_timing]
action                                  CTS  global route
endpoints found under the setup margin    6             6
buffers inserted                          1             1
pin swaps                                 3             4
hold endpoints to repair                  0             0
gates resized                            11             5
cloned                                    0             0
[per-layer routing]
layer  vias up  share of wire (%)  GRT usage (%)
li1        651                  -              -
met2        21                 42           16.3
met5         -                  0              0
met3         2                2.7           1.12
met1       510                 55           16.8
met4         0               0.79           1.09
[flip-flops by register name (all words and copies together) (netlist names)]
signal and flops:
univ_sseg.CLK_DIV.count 14, num.Q 4, univ_sseg.m_cnt 2, sign.Q 1
valid.Q 1
[cells by family (layout without fill, tap and decap cells)]
kind of cell / after synthesis / in the layout / synth area share (%)
buffers and inverters: 17 / 58 / 4.29
multiplexers: 6 / 6 / 4.05
flip-flops: 22 / 22 / 29.1
adder cells (fa/ha/maj): 21 / 21 / 18.3
XOR/XNOR: 17 / 17 / 10.3
AND-OR/OR-AND: 33 / 33 / 18.1
AND/OR/NAND/NOR: 48 / 48 / 15.9
[where the power goes]
part | total, W | leakage [nW] | internal, W | switching [W]
logic | 0.000122 | 0.622 | 0.0000741 | 0.0000477
clock network | 0.000240 | 0.0357 | 0.000162 | 0.0000784
registers | 0.000262 | 0.180 | 0.000249 | 0.0000122
[final cells by class]
cell class | instances | area (sq um)
Clock inverter | 1 | 30.0
Tap cell | 67 | 83.8
Inverter | 15 | 56.3
Timing Repair Buffer | 39 | 349
Fill cell | 475 | 2730
Multi-Input combinational cell | 125 | 1050
Clock buffer | 3 | 41.3
Sequential cell | 22 | 449
[per-stage QoR]
| step | worst slack, ns | hold slack [ns] |
|---|---|---|
| 6_report | 0.103 | 0.454 |
| 5_1_grt | -0.00258 | 0.472 |
| 4_1_cts | 0.0511 | 0.456 |
| 3_5_place_dp | -0.392 | 0.434 |
| 3_3_place_gp | -0.376 | 0.427 |
| 2_1_floorplan | 0.584 | 0.403 |
Power and IR drop assume default switching activity.
