==> design.v <==
`timescale 1ns / 1ps
module FullAdder(
    input A,
    input B,
    input Ci,
    output Co,
    output S
    );
    assign Co = (A & Ci) | (A & B) | (Ci & B);
    assign S = ~A&(B^Ci) | A&~(B^Ci);
endmodule
`timescale 1ns / 1ps
module Lab4(
    input [3:0] A,
    input [3:0] B,
    input sub,
    output [6:0] seg,
    output neg,
    output [3:0] an
    );
    logic [3:0] t1, t3, t4, t5;
    logic t6, t7;
    RCA RCA1 (.A(A), .B(t1), .Ci(sub), .S(t3));
    RCA RCA2 (.A(~t3), .B(4'b0000), .Ci(1), .S(t4));
    Mux MUX1 (.zero(B), .one(~B), .sel(sub), .an(t1));
    Mux MUX2 (.zero(t3), .one(t4), .sel(t6), .an(t5));
    Mux MUX3 (.zero(4'b1111), .one(4'b1110), .sel(t7), .an(an));
    Validity Validity1 (.A(A[3]), .B(t1[3]), .S(t3[3]), .valid(t7));
    assign t6 = t3[3] & t7;
    SevenSeg ssegdec1 (.BCD(t5), .seg(seg));
    assign neg = t6;
endmodule
`timescale 1ns / 1ps
module Mux # (parameter WIDTH = 4)(
    input sel,
    input [WIDTH-1:0] zero,
    input [WIDTH-1:0] one,
    output logic [3:0] an
    );
always_comb
begin
    if (sel == 1)
        begin
            an = one;
        end
    else 
        begin
            an = zero;
        end
end
endmodule
`timescale 1ns / 1ps
module RCA(
    input [3:0] A,
    input [3:0] B,
    input Ci,
    output [3:0] S,
    output Co
    );
    logic t1, t2, t3;
    FullAdder FA0 (.A(A[0]), .B(B[0]), .S(S[0]), .Co(t1), .Ci(Ci));
    FullAdder FA1 (.A(A[1]), .B(B[1]), .S(S[1]), .Co(t2), .Ci(t1));
    FullAdder FA2 (.A(A[2]), .B(B[2]), .S(S[2]), .Co(t3), .Ci(t2));
    FullAdder FA3 (.A(A[3]), .B(B[3]), .S(S[3]), .Co(Co), .Ci(t3));
endmodule
`timescale 1ns / 1ps
module SevenSeg(
    input [3:0] BCD,
    output logic [6:0] seg
    );
always_comb
begin
case(BCD)
        0: seg = 7'b1000000;
        1: seg = 7'b1111001;
        2: seg = 7'b0100100;
        3: seg = 7'b0110000;
        4: seg = 7'b0011001;
        5: seg = 7'b0010010;
        6: seg = 7'b0000010;
        7: seg = 7'b1111000;
        8: seg = 7'b0000000;
        9: seg = 7'b0010000;
        10: seg = 7'b0001000;  
        11: seg = 7'b0000011;  
        12: seg = 7'b1000110;  
        13: seg = 7'b0100001;  
        14: seg = 7'b0000110;  
        15: seg = 7'b0001110;  
default: seg = 7'b1111111;
endcase
end
endmodule
`timescale 1ns / 1ps
module Validity(
    input A,
    input B,
    input S,
    output logic valid
    );
always_comb
begin
    if (A == B && A != S)
        begin
            valid = 0;
        end
    else
        begin
            valid = 1;
        end
end
endmodule
==> run.sh <==
#!/bin/bash
# OpenROAD 26Q1-2900-gdf79404cd8, Yosys 0.63+post, stock flow scripts
make -C /OpenROAD-flow-scripts/flow DESIGN_CONFIG=/design/flow/config.mk WORK_HOME=/design/flow/orfs finish
==> config.mk <==
export PLATFORM = sky130hd
export DESIGN_NAME = Lab4
export DESIGN_NICKNAME = Lab4
export VERILOG_FILES = /design/flow/design.v
export SDC_FILE = /design/flow/constraint.sdc
export NUM_CORES = 4
export LEC_CHECK = 1
export CORE_AREA = 10 10 70 70
export DIE_AREA = 0 0 80 80
==> constraint.sdc <==
current_design Lab4

set clk_period 6.0
set clk_io_pct 0.2

create_clock -name clk0 -period $clk_period

set non_clock_inputs [all_inputs -no_clocks]
set_input_delay [expr $clk_period * $clk_io_pct] -clock clk0 $non_clock_inputs
set_output_delay [expr $clk_period * $clk_io_pct] -clock clk0 [all_outputs]
==> metrics.txt <==
# HELP chip_impl_metric Synthesis and place-and-route metrics
# TYPE chip_impl_metric gauge
chip_impl_metric{name="setup_viol_count_final",unit=""} 0
chip_impl_metric{name="chipHeight",unit="um"} 80
chip_impl_info{name="hold_path_startpoint",value="B[0]"} 1
chip_impl_metric{name="post_cts_buffers",unit=""} 0
chip_impl_metric{name="post_synth_num_cell_types",unit=""} 37
chip_impl_metric{name="die_width",unit="um"} 80
chip_impl_metric{name="place.port_buffers",unit=""} 18
chip_impl_info{name="setup.worst_path.start_class",value="input port"} 1
chip_impl_metric{name="clock_buffer_count",unit=""} 0
chip_impl_metric{name="power.share.combinational",unit=""} 1.000
chip_impl_metric{name="nFillCells",unit=""} 374
chip_impl_metric{name="antenna_found_initial",unit=""} 0
chip_impl_metric{name="gpl.final_weighted_congestion",unit=""} 0.954
chip_impl_metric{name="dp.final_hpwl",unit="um"} 1390
chip_impl_metric{name="first_pass_grt_wire_length",unit="um"} 2760
chip_impl_info{name="synth_top_cell_by_area",value="sky130_fd_sc_hd__ha_1"} 1
chip_impl_metric{name="insertedDiodeCount",unit=""} 0
chip_impl_metric{name="cellPowerDensity",unit="nW/um^2"} 210
chip_impl_metric{name="grt_max_degree",unit=""} 8
chip_impl_metric{name="sequential_cell_total",unit=""} 0
chip_impl_metric{name="synthDominantCellAreaShare",unit=""} 0.190
chip_impl_metric{name="ctsHoldBuffers",unit=""} 0
chip_impl_metric{name="mappedNetlistArea",unit="um^2"} 592
chip_impl_metric{name="seq_area_frac_synth",unit=""} 0
chip_impl_metric{name="grt_use_met3",unit=""} 0.00795
chip_impl_metric{name="grt.met1_usage",unit=""} 0.0674
chip_impl_metric{name="synth.avg_cell_area",unit="um^2"} 7.89
chip_impl_metric{name="vdd_ir_drop_max",unit="uV"} 59.7
chip_impl_metric{name="layout-drive-gt1-share",unit=""} 0.321
chip_impl_metric{name="cellLeakagePower",unit="uW"} 0.000434
chip_impl_metric{name="yosys-stat-cells",unit=""} 75
chip_impl_metric{name="gr-usage-all-layers",unit=""} 0.0487
chip_impl_metric{name="grtUsageMet2",unit=""} 0.0787
chip_impl_metric{name="final_cell_area",unit="um^2"} 995
chip_impl_info{name="path_type_of_the_worst_setup_path",value="in -> out"} 1
chip_impl_metric{name="core_area",unit="um^2"} 3420
chip_impl_metric{name="area.combinational",unit="um^2"} 582
chip_impl_info{name="netlist_top_cells_count",value="9 x sky130_fd_sc_hd__ha_1, 6 x sky130_fd_sc_hd__inv_1, 5 x sky130_fd_sc_hd__nand4_1, 5 x sky130_fd_sc_hd__o211ai_1, 5 x sky130_fd_sc_hd__o22ai_1"} 1
chip_impl_metric{name="whs_path_depth",unit=""} 7
chip_impl_metric{name="ff_latch_area",unit="um^2"} 0
chip_impl_metric{name="synth.yosys.chip_area",unit="um^2"} 592
chip_impl_metric{name="hold_viol_final",unit=""} 0
chip_impl_info{name="gr-max-usage-layer",value="met2"} 1
chip_impl_metric{name="post-route-drc-count",unit=""} 0
chip_impl_metric{name="p_sw_frac",unit=""} 0.401
chip_impl_metric{name="drt_pre_antenna_iters",unit=""} 4
chip_impl_metric{name="critical-path-max-stage-delay",unit="ns"} 0.53
chip_impl_metric{name="fp_util",unit=""} 0.173
chip_impl_metric{name="layout.core_utilization",unit=""} 0.291
chip_impl_info{name="synth_top_cell_by_count",value="sky130_fd_sc_hd__ha_1"} 1
chip_impl_metric{name="syn-instance-count",unit=""} 75
chip_impl_metric{name="die_area",unit="um^2"} 6400
chip_impl_metric{name="fmax",unit="MHz"} 171
chip_impl_metric{name="layout-area-overhead-vs-synth",unit="%"} 68.1
chip_impl_metric{name="final_max_slew_viol_count",unit=""} 0
chip_impl_metric{name="share_clk_of_total_power",unit=""} 0
chip_impl_info{name="end_kind",value="primary output"} 1
chip_impl_metric{name="first_iter_violations",unit=""} 31
chip_impl_info{name="synthTopCellsByArea",value="sky130_fd_sc_hd__ha_1 19%, sky130_fd_sc_hd__fa_1 6.8%, sky130_fd_sc_hd__o211ai_1 6.3%, sky130_fd_sc_hd__xor2_1 5.9%, sky130_fd_sc_hd__nand4_1 5.3%"} 1
chip_impl_metric{name="max_cap_viol",unit=""} 0
chip_impl_metric{name="worst_ep_required_time",unit="ns"} 4.80
chip_impl_info{name="whs_endpoint",value="seg[4]"} 1
chip_impl_metric{name="internal_power",unit="uW"} 125
chip_impl_metric{name="antenna_left",unit=""} 0
chip_impl_info{name="worstHoldPathType",value="in -> out"} 1
chip_impl_metric{name="fp-row-count",unit=""} 21
chip_impl_metric{name="finalCriticalPeriod",unit="ns"} 5.84
chip_impl_metric{name="dpl-instance-area",unit="um^2"} 945
chip_impl_metric{name="number_of_global_route_vias_before_repair",unit=""} 693
chip_impl_metric{name="power.switching",unit="uW"} 83.5
chip_impl_metric{name="critPathMaxFanout",unit=""} 4
chip_impl_metric{name="routed_wirelength",unit="um"} 1530
chip_impl_metric{name="p_seq_frac",unit=""} 0
chip_impl_metric{name="viasPerCell",unit=""} 4.26
chip_impl_info{name="crit_slowest_cell",value="sky130_fd_sc_hd__or4_4"} 1
chip_impl_metric{name="drt-wirelength-per-cell",unit="um"} 9.90
chip_impl_info{name="grt_setup_unrepaired",value="no"} 1
chip_impl_metric{name="yosysWarnings",unit=""} 4
chip_impl_info{name="crit_path_cell_trace",value="clkdlybuf4s50_1 > mux2_4 > fa_2 > fa_2 > nand2b_4 > or2_4 > o22ai_4 > nor2_2 > ha_1 > or4_4 > o211ai_2 > clkdlybuf4s50_1"} 1
chip_impl_metric{name="warning_count",unit=""} 38
chip_impl_metric{name="pin_count",unit=""} 21
chip_impl_metric{name="finalCritPeriodShare",unit=""} 0.974
chip_impl_info{name="result_of_the_run",value="complete, no violations"} 1
chip_impl_metric{name="grt_remaining_overflow",unit=""} 0
chip_impl_metric{name="num_vias",unit=""} 660
chip_impl_metric{name="critical_path_arrival",unit="ns"} 4.64
## layout make-up
class	instances	area share
inverters	6	0.0226
multi-input cells	65	0.585
well taps	46	0.0579
repair buffers	38	0.335
## per-stage QoR
step | worst slack (ns) | TNS (ns) | hold WS [ns] | std cells | power, uW
3_5_place_dp | -0.199 | -0.584 | 3.62 | 155 | 198
2_1_floorplan | 0.877 | 0 | 2.55 | 77 | 93.8
5_1_grt | 0.0242 | 0 | 3.54 | 155 | 236
6_report | 0.158 | 0 | 3.47 | 155 | 208
3_3_place_gp | -0.193 | -0.441 | 3.61 | 155 | 197
4_1_cts | 0.0169 | 0 | 3.63 | 155 | 204
## cell families after synthesis
logic type	count (synthesis)	share of synthesized area
muxes	2	0.0359
and+or+nand+nor	23	0.224
xor gates and xnor gates	6	0.114
buffers and inverters	12	0.110
adders and majority gates	11	0.258
other	1	0.00634
AOI/OAI and AO/OA	20	0.252
## worst max path at each step
stage	end	from
finish	seg[4]	sub
global route	seg[4]	sub
CTS	seg[4]	B[0]
## worst max-delay path: cells and delay by family
family | cells | cell delay [ns]
buffers and inverters | 2 | 0.93
AND/OR/NAND/NOR | 4 | 1.02
adder cells (fa/ha/maj) | 3 | 0.94
AND-OR/OR-AND | 2 | 0.25
multiplexers | 1 | 0.29
## power groups by stage
| stage | Combinational, uW | Clock [uW] | Sequential (uW) |
|---|---|---|---|
| 5_1_grt | 236 | 0 | 0 |
| 4_1_cts | 204 | 0 | 0 |
| 6_report | 208 | 0 | 0 |
## metal layers
| metal | share of wire | routed length (um) | vias up |
|---|---|---|---|
| li1 | - | - | 341 |
| met1 | 0.50 | 765 | 301 |
| met2 | 0.44 | 681 | 18 |
| met3 | 0.056 | 86 | 0 |
| met4 | 0 | 0 | 0 |
| met5 | 0 | 0 | - |
## cell usage in the layout, fill, tap and decap left out, types with 2 or more instances in the layout
cell type                         Yosys  final
sky130_fd_sc_hd__xor2_1               4      4
sky130_fd_sc_hd__o22ai_1              5      4
sky130_fd_sc_hd__ha_1                 9      9
sky130_fd_sc_hd__nand2_1              3      3
sky130_fd_sc_hd__buf_4                3     20
sky130_fd_sc_hd__conb_1               1      3
sky130_fd_sc_hd__nor2_2               0      2
sky130_fd_sc_hd__fa_2                 0      2
sky130_fd_sc_hd__inv_1                6      6
sky130_fd_sc_hd__nor3_1               2      2
sky130_fd_sc_hd__nand4_1              5      5
sky130_fd_sc_hd__clkdlybuf4s50_1      0     17
sky130_fd_sc_hd__or3_1                2      2
sky130_fd_sc_hd__o211ai_1             5      5
## timing repair
item / in CTS / in global routing
setup endpoints to repair: 7 / 7
resized: 6 / 6
pin swaps: 2 / 2
No activity file was given, so power comes from the tool's default toggle rates.
